==> ./config.mk <==
export PLATFORM = sky130hd
export DESIGN_NAME = fpga
export DESIGN_NICKNAME = fpga
export VERILOG_FILES = /design/flow/design.v
export SDC_FILE = /design/flow/constraint.sdc
export NUM_CORES = 4
export LEC_CHECK = 1
export CORE_UTILIZATION = 30
==> ./constraint.sdc <==
current_design fpga

set clk_period 3.5
set clk_io_pct 0.2

create_clock -name clk0 -period $clk_period [get_ports {clk}]

set non_clock_inputs [all_inputs -no_clocks]
set_input_delay [expr $clk_period * $clk_io_pct] -clock clk0 $non_clock_inputs
set_output_delay [expr $clk_period * $clk_io_pct] -clock clk0 [all_outputs]
==> ./design.v <==
`timescale 1ns / 1ps
module JK_delay (
  input j,k,clk,
  output reg q,
  output q_bar
  );
  initial q = 0;
  always@(negedge clk)
      case({j,k})
        2'b00: q <= q;     
        2'b01: q <= 1'b0;  
        2'b10: q <= 1'b1;  
        2'b11: q <= ~q;    
      endcase
  assign q_bar = ~q;
endmodule
`timescale 1ns / 1ps
module devider(input clk_in, output reg clk_out); 
reg [25:0] counter = 0; 
always @(posedge clk_in) 
	if (counter == 10000000 -1) 
		begin  
			counter <= 0; 
			clk_out <= ~clk_out; 
		end 
	else
			counter <= counter +1;
endmodule 
`timescale 1ns / 1ps
module fpga(input ud,input clk,output[7:0]SEG_DATA,output [4:0] SEG_SEL); 
wire [2:0]a; 
wire clk_out;
	devider d(clk,clk_out); 
	main m(ud,clk_out,a[2],a[1],a[0]); 
	sevenSegment seg(a,SEG_DATA,SEG_SEL); 
endmodule
`timescale 1ns / 1ps
module main(ud, clk, q0, q1, q2, r, s);
	input ud, clk;
	output r, s;
	output q0, q1, q2;
	wire q0_, q1_, ss, rr, jk1, jk2;
	not(q0_, q0);
	not(q1_, q1);
	JK_delay x0(1, 1, clk, q0, q0_);
	and #10(s, q0, ud);
	and #10(ss, q0_, ~ud);
	or #10(jk1, s, ss);
	JK_delay x1(jk1, jk1, clk, q1, q1_);
	and #10(r, q1_, ss);
	and #10(rr, q1, s);
	or #10(jk2, r, rr);
	JK_delay x2(jk2, jk2, clk, q2, q2_);
endmodule
`timescale 1ns / 1ps
module sevenSegment( 
	input [2:0]a, 
	output reg [7:0]SEG_DATA, 
	output [4:0] SEG_SEL 
); 
always @(a) 
	begin 
		case(a) 
		3'b000:SEG_DATA = 8'b01111111; 
		3'b001:SEG_DATA = 8'b00000110; 
		3'b010:SEG_DATA = 8'b01011011; 
		3'b011:SEG_DATA = 8'b01001111; 
		3'b100:SEG_DATA = 8'b01100110; 
		3'b101:SEG_DATA = 8'b01101101; 
		3'b110:SEG_DATA = 8'b01111101; 
		3'b111:SEG_DATA = 8'b00000111; 
		endcase 
	end 
	assign SEG_SEL= 5'b00001; 
endmodule 
==> ./run.sh <==
#!/bin/bash
# OpenROAD 26Q1-2900-gdf79404cd8, Yosys 0.63+post, stock flow scripts
make -C /OpenROAD-flow-scripts/flow DESIGN_CONFIG=/design/flow/config.mk WORK_HOME=/design/flow/orfs finish
==> run summary <==
flow finished, numbers: result of the run=completed, sw frac=19.1%, routability cong.=0.811, total design power=484 uW, pin count of the biggest net entering global routing=15, Num CTS Buffers=3, R2R depth=4, critical path required time=3.67 ns, met3 layer usage reported by global route=1.41%, part of the total power dissipated in the clock network=35.6%, final-report hold violation count=0, XOR/XNOR share of the synthesized area=11.8%, dominant kind of combinational cell=simple AND/OR/NAND/NOR gates, vias post-DR=1021, worst setup slack for register-to-register paths=1.27 ns, Floorplan Core Area=0.00475 sq mm, netlist area before placement=0.00149 sq mm, post-cts repair resize count=0, arrival time of the worst setup path=2.40 ns, switching power=92.2 uW, fill cell total of the finished layout=516, leftover overflow at the end of global routing=0, final instance area=0.00165 sq mm, wirelength, routed=2.30 mm, post-synthesis sequential element count=30, most common logic cell in the routed design=sky130_fd_sc_hd__dfxtp_1, area reported by Yosys stat=0.00149 sq mm, CTS tree=yes, fraction of power consumed by sequential logic=63.8%, GRT Max-Usage Layer=met1, DRC violation count after routing=0, initial antenna violation count=0, number of unique standard cell types used by synthesis=31, total I/O pin count=15, min-delay src=d.counter[25], met1 usage in global routing=15.7%, routed wire length per instance=9.88 um, floorplan die height=72.4 um, Layout Skew=0.00300 ns, number of max-slew violations in the final report=0, vias per inst=4.38, register share after synthesis=42.4%, unrepaired setup endpoints after global routing=no, AND/OR/NAND/NOR Cells, Area Fraction=26.3%, share of layout cells above drive strength 1=5.42%, clock-pin slew on the worst setup and hold paths=0.09 ns, worst flop-to-flop path endpoint=d.counter[1], number of warning messages in the yosys log=8, pre-CTS WS=1.25 ns, number of detailed-route iterations in the first pass=4, final tally of setup violations=0, Detailed Place HPWL=1.70 mm, number of nets still failing antenna checks after routing=0, power density cells=293 mW/mm^2, die outline area=0.00524 sq mm, clock tree buffer depth=2, first-pass GRT wire length=4.14 mm, mean instance size in the synthesized netlist=9.42 sq um, internal power=391 uW, Max Freq=448 MHz, leakage power=0.712 nW, Worst Setup Path Type=flip-flop to flip-flop, number of enable-type register cells in the synthesized netlist=3, antenna fix cells=0, Iteration-0 DRC Markers=34, actual slew at the worst max-slew pin=0.695 ns, count of port buffers added during placement=8, TNS Setup=0 ns, number of unconstrained endpoints=12, Post-Synth AOI/OAI Area=4.54%, Rel. slew slack=53.3%, count of hold-fix buffers inserted at cts=0, largest driver fanout on the critical path=13, number of global-route vias before repair=948, share of total power in combinational logic=0.5%, relative area change from synthesis to final layout=10.9%, register pins left without a clock=3, startpoint of the most critical register-to-register path=d.counter[14], arithmetic-cell share of the synthesized area counting full adders, half adders and majority gates=7.57%, yosys cell count=158, FP Util=31.3%, synthesized instance count=158, minimum clock period=2.23 ns, maximum resistive drop on vdd=0.122 mV, max capacitance violation total=0, crit share post-route=63.7%, Chip Width=72.4 um, crit path launch type=flip-flop, sort of element at the end of the critical path=flip-flop, buffers inserted during post-CTS setup optimization=0, final setup margin=1.27 ns, Top Layout Cells=sky130_fd_sc_hd__dfxtp_1 (27), sky130_fd_sc_hd__nand2_1 (14), sky130_fd_sc_hd__xor2_1 (12), worst hold path type=flip-flop to flip-flop, cell count of the worst hold path=1, multiplexer area fraction after synthesis=0.757%, clock root buffer=sky130_fd_sc_hd__clkbuf_8, async set or reset register ratio after synthesis=0%, Cell Rows=25, end-of-flow core utilization=34.7%, met2 track demand over resource=15.3%, total tool warning count=31, CTS H-tree depth=1, global routing usage summed across all routing layers=9.93%, most used flip-flop cell after synthesis=sky130_fd_sc_hd__dfxtp_1, placed cell area=0.00161 sq mm, Clock Latency Late Sink=0.26 ns, endpoint of the worst hold path=d.counter[25]
## routing by layer
| layer | routed length (um) | vias up |
|---|---|---|
| li1 | - | 553 |
| met1 | 1230 | 450 |
| met2 | 984 | 16 |
| met3 | 65 | 2 |
| met4 | 24 | 0 |
| met5 | 0 | - |
## flip-flops by register name, indices dropped and copies added (netlist names)
name,flops
d.counter,26
d.clk_out,1
m.x0.q,1
m.x1.q,1
m.x2.q,1
## layout make-up
cell class                 instances  area [sq um]  area share (%)
multi-input combinational        116           781            47.3
inverter                           8          30.0            1.82
sequential                        30           631            38.2
clock buffer                       4          45.0            2.73
timing repair buffer               8          80.1            4.85
tap                               67          83.8            5.08
## worst max-delay path, stage by stage, from the launching register on
cell and delay, ns:
sky130_fd_sc_hd__dfxtp_1 0.34, sky130_fd_sc_hd__or4_1 0.53, sky130_fd_sc_hd__or4_4 0.44, sky130_fd_sc_hd__nor4_4 0.54, sky130_fd_sc_hd__and2b_2 0.29
## per-stage QoR
step                      cells  hold slack (ns)
after floorplan             162            0.426
after global placement      229            0.447
after detailed placement    229            0.449
after CTS                   233            0.467
after global routing        233            0.480
final                       233            0.462
## cells by family after synthesis
| group | after synthesis |
|---|---|
| simple gates | 68 |
| flops | 30 |
| xor+xnor | 20 |
| buf+inv | 16 |
| compound gates | 12 |
| fa+ha+maj | 9 |
| other cells | 2 |
| mux | 1 |
## worst max path at each step
| stage | slack (ns) | from | end | cells past startpoint |
|---|---|---|---|---|
| 6_report | 1.27 | d.counter[14] | d.counter[1] | 4 |
| 5_1_grt | 1.11 | d.counter[11] | d.counter[1] | 4 |
| 4_1_cts | 1.24 | d.counter[14] | d.counter[1] | 4 |
## cell usage after synthesis (4+ instances only)
master / n / area, sq um
sky130_fd_sc_hd__nand3_1: 10 / 50.1
sky130_fd_sc_hd__nand4_1: 4 / 25.0
sky130_fd_sc_hd__inv_1: 8 / 30.0
sky130_fd_sc_hd__buf_4: 6 / 45.0
sky130_fd_sc_hd__nor2_1: 11 / 41.3
sky130_fd_sc_hd__nand2_1: 14 / 52.6
sky130_fd_sc_hd__nor4_1: 5 / 31.3
sky130_fd_sc_hd__dfxtp_1: 27 / 541
sky130_fd_sc_hd__xnor2_1: 8 / 70.1
sky130_fd_sc_hd__xor2_1: 12 / 105
sky130_fd_sc_hd__a21oi_1: 6 / 30.0
sky130_fd_sc_hd__ha_1: 9 / 113
sky130_fd_sc_hd__or4_1: 6 / 45.0
## power groups by stage
stage | Sequential, mW | Combinational, mW | Clock [mW]
CTS | 0.309 | 0.00275 | 0.178
global route | 0.309 | 0.00320 | 0.190
finish | 0.309 | 0.00261 | 0.172
Power and IR drop assume default switching activity.
