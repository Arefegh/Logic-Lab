### design/flow/design.v
`timescale 1ns / 1ps
module DFF(En, Din, clk, Dout);
	input En, clk;
	input [0:3] Din;
	output reg [0:3] Dout;
	always @(posedge clk)
		if (En)
			Dout <= Din;
endmodule
`timescale 1ns / 1ps
module fsm(cf, pd, rq, clk, DoutOdd, DoutEven, state);
	input cf, rq, clk;
	input [0:3] pd;
	output [0:3] DoutOdd;
	output [0:3] DoutEven;
	output reg [0:2] state;
	reg En1, En2;
	parameter off = 3'b000;
	parameter active = 3'b001;
	parameter request = 3'b101;
	parameter tale = 3'b111;
	parameter save = 3'b110;
	parameter password = 4'b1101;
	initial state = off;
	always @(cf or rq) begin
		case (state)
			off:
				if (rq == 1)
					state <= active;
			active:
				if (rq == 0)
					state <= off;
				else if (pd == password)
					state <= request;
				else
					state <= tale;
			request:
				if (rq == 0)
					state <= off;
				else begin
					state <= save;
					En2 = pd % 2;
					En1 = ~En2;
				end
			tale:
				if (rq == 0)
					state <= off;
			save:
				if (rq == 0)
					state <= off;
		endcase
	end
	DFF even(En1, pd, clk, DoutEven);
	DFF odd(En2, pd, clk, DoutOdd);
endmodule
### design/flow/run.sh
#!/bin/bash
# OpenROAD 26Q1-2900-gdf79404cd8, Yosys 0.63+post, stock flow scripts
make -C /OpenROAD-flow-scripts/flow DESIGN_CONFIG=/design/flow/config.mk WORK_HOME=/design/flow/orfs finish
### design/flow/config.mk
export PLATFORM = sky130hd
export DESIGN_NAME = fsm
export DESIGN_NICKNAME = fsm
export VERILOG_FILES = /design/flow/design.v
export SDC_FILE = /design/flow/constraint.sdc
export NUM_CORES = 4
export LEC_CHECK = 1
export CORE_AREA = 10 10 70 70
export DIE_AREA = 0 0 80 80
### design/flow/constraint.sdc
current_design fsm

set clk_period 1.0
set clk_io_pct 0.2

create_clock -name clk0 -period $clk_period [get_ports {clk}]

set non_clock_inputs [all_inputs -no_clocks]
set_input_delay [expr $clk_period * $clk_io_pct] -clock clk0 $non_clock_inputs
set_output_delay [expr $clk_period * $clk_io_pct] -clock clk0 [all_outputs]
==> summary.txt <==
run metrics: status=completed, number of unconstrained endpoints=16, I/O pin cnt=18, number of post-CTS setup repair buffers=0, Final Max-Slew Violation Tally=0, Port Buf Inserts=16, Chip Width=80 um, CP arrival=~0.7 ns, post-synthesis cell count from yosys=24, Cell Pwr Density=roughly 1600 nW/um2, endpoint type of the worst setup path=output port, vias in the first global route=roughly 270, post-synthesis share of cell area spent on xor and xnor gates=0%, largest net degree at the start of global routing=7, area fraction in and, or, nand and nor cells after synthesis=between 6 and 7%, maximum clock path buffer count=2, largest incremental delay on the critical path=0.36 ns, antenna violations before repair=0, # setup viols final=0, Initial DRC Count=16, share of synthesized cell area in and-or and or-and compound cells=8.25%, Adder Share, Synth=0%, post-CTS clock slew at the launch and capture registers of the worst setup and hold paths=0.05 ns, diode count=0, net switching power figure=between 0.2 and 0.25 mW, Gate Count Post-Synth=24, post-detailed-route wirelength per cell=~9.1 um, Post-Synthesis Cell Area=roughly 380 um2, area fraction in mux cells=0%, RSZ-0062 raised after global routing=no, IR drop worst, VDD=0.667 mV, final hold violations=0, leak pwr=between 0.2 and 0.25 nW, global placer's final weighted congestion=between 0.7 and 0.8, slew at the pin with the worst max-slew slack=0.177 ns, vertical die dimension=about 80 um, number of levels in the clock H-tree=1, clock tree from TritonCTS=done, half-perimeter wire length of the detailed placement result=668 um, tally of yosys warning messages=19, CP Launch Type=register, critical path, cell by cell=clkbuf_2, YS chip area=approximately 380 um2, vias post-DR=around 250, DIE AREA=~6400 um2, Largest delay share family, worst path=flip-flops, wire length of the first global-routing pass=1240 um, Std-Cell Core Area=between 3000 and 4000 um2, post-synthesis to final-layout area growth=52.8%, drt pass-1 iters=4, post-detailed-route DRC marker count=0, final period utilization=90.3%, Avg Synthesized Cell Area=about 16 um2, critical setup path kind=reg2out, worst endpoint required time=about 0.80 ns, Total Power Consumption=a little over 0.9 mW, setup TNS after final layout=0 ns, number of register pins that no clock reaches=5, number of library cell types mapped by synthesis=10, maximum operating frequency=about 1.1 GHz, total number of warnings across the stage logs=26, total buffers and inverters traversed by the critical path=1, mean number of vias per cell=roughly 2.8, Comb pwr share=19.7%, P_int=0.725 mW, crit-path max FO=1, Routed Antenna Nets=0, Synthesized registers=13, final critical-path required period=approximately 0.9 ns, Max stage delay cell, worst path=edfxtp_1, fraction of power spent switching nets=22.3%, CTS Buf Count=3, DRT Wirelength=roughly 810 um, initial cell density of the core=11.1%, GRT Util Overall=~2.4%, final global-route overflow total=0, number of max-cap violations=0, headroom to the max-slew limit=between 80% and 90%, standard-cell row count=21, clock root buffer master=clkbuf_4, fillcell total=383, layout cells sized above 1=roughly 28%, largest combinational cell category by area=AND-OR/OR-AND gates, clock power share=24.6%, worst min path class=in2reg, fraction of power consumed by sequential logic=a little under three fifths
-- power groups by stage --
stage / clock, mW / sequential [mW] / combinational (mW)
finish: 0.230 / 0.520 / 0.184
CTS: 0.237 / 0.519 / 0.198
global route: 0.258 / 0.534 / 0.209
-- repair_timing --
action                                  in CTS  in global routing
hold buffers                                 0                  0
hold endpoints to repair                     0                  0
endpoints found under the setup margin       8                  8
gates resized                               16                  8
-- cells in the final DEF, fill, tap and decap left out, drive strengths merged --
| cell type | netlist | final |
|---|---|---|
| edfxtp | 8 | 8 |
| nor2 | 1 | 1 |
| a211o | 1 | 1 |
| o21ai | 1 | 1 |
| clkdlybuf4s50 | 0 | 8 |
| inv | 2 | 2 |
| o41a | 1 | 1 |
| o22ai | 1 | 1 |
| nand2 | 3 | 3 |
| and3b | 1 | 1 |
| clkbuf | 0 | 11 |
| dlxtn | 5 | 5 |
-- synth_stat cells, drive strengths merged --
cell	count	area (um2)
o22ai	1	6.26
a211o	1	8.76
edfxtp	8	240
o41a	1	11.3
nand2	3	11.3
inv	2	7.51
nor2	1	3.75
and3b	1	10.0
dlxtn	5	75.1
o21ai	1	5.00
-- sequential cells by signal, summed over array words and instances (netlist names) --
signal     flops
odd.Dout       4
even.Dout      4
En1            1
state          3
En2            1
-- kinds of logic (layout without fill, tap and decap cells) --
| logic type | after synthesis | after routing |
|---|---|---|
| flops | 8 | 8 |
| simple gates | 5 | 5 |
| latches | 5 | 5 |
| buf+inv | 2 | 21 |
| compound gates | 4 | 4 |
-- area by class of cell --
class                   count  area (um2)  share of cell area (%)
flip-flops and latches     13         315                    54.4
multi-input cells           9        56.3                    9.72
inverters                   2        7.51                    1.30
repair buffers             16         120                    20.7
clock buffers               3        22.5                    3.89
well taps                  46        57.6                    9.94
-- through the flow --
| step | hold slack [ns] | worst slack, ns | instances | util [%] | area (um2) |
|---|---|---|---|---|---|
| after CTS | 0.572 | 0.00559 | 89 | 18.1 | 619 |
| after detailed placement | 0.830 | 0.0299 | 86 | 17.5 | 597 |
| after floorplan | 0.299 | 0.501 | 24 | - | 379 |
| final | 0.574 | 0.0970 | 89 | 17.0 | 579 |
| after global placement | 0.826 | 0.0364 | 86 | 17.5 | 597 |
| after global routing | 0.572 | 0.0349 | 89 | 17.0 | 579 |
-- per-layer routing --
| metal | wire (um) | part of all wire, % | GRT usage (%) |
|---|---|---|---|
| met4 | 45 | 5.5 | 1.58 |
| met1 | 344 | 42 | 2.49 |
| met5 | 0 | 0 | 0 |
| met3 | 110 | 14 | 1.48 |
| met2 | 314 | 39 | 3.69 |
-- path summary, 6_finish.rpt --
kind	from	to	slack, ns	depth (start not counted)
max	odd.Dout[2]	DoutOdd[2]	0.1	1
min	pd[1]	odd.Dout[1]	0.57	1
Power is estimated from default activity; no workload was simulated.
