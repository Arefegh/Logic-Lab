`./config.mk`:
```
export PLATFORM = sky130hd
export DESIGN_NAME = adder_subtractor_4bit_delay
export DESIGN_NICKNAME = adder_subtractor_4bit_delay
export VERILOG_FILES = /design/flow/design.v
export SDC_FILE = /design/flow/constraint.sdc
export NUM_CORES = 4
export LEC_CHECK = 1
export CORE_AREA = 10 10 70 70
export DIE_AREA = 0 0 80 80
```
`./constraint.sdc`:
```
current_design adder_subtractor_4bit_delay

set clk_period 2.9
set clk_io_pct 0.2

create_clock -name clk0 -period $clk_period

set non_clock_inputs [all_inputs -no_clocks]
set_input_delay [expr $clk_period * $clk_io_pct] -clock clk0 $non_clock_inputs
set_output_delay [expr $clk_period * $clk_io_pct] -clock clk0 [all_outputs]
```
`./design.v`:
```
`timescale 1 ns/1 ns
module add_sub_delay (
	input a ,
	input b ,
	input cin ,
	input sel ,
	output sum ,
	output cout
);
	wire xor_out_1;
	xor #10 xor_1(xor_out_1, b, sel);
	full_adder_delay FAD(a, xor_out_1, cin, sum, cout); 
endmodule
`timescale 1 ns/1 ns
module adder_subtractor_4bit_delay (
	input [3:0] A ,
	input [3:0] B ,
	input 		sel ,  
	output [3:0] S ,
	output 		cout
);
	wire C_1;
	add_sub_delay ASD0(A[0], B[0], sel, sel, S[0], C_1);
	wire C_2;
	add_sub_delay ASD1(A[1], B[1], C_1, sel, S[1], C_2);
	wire C_3;
	add_sub_delay ASD2(A[2], B[2], C_2, sel, S[2], C_3);
	add_sub_delay ASD3(A[3], B[3], C_3, sel, S[3], cout);
endmodule
`timescale 1 ns/1 ns
module full_adder_delay (
	input a ,
	input b ,
	input ci ,
	output s ,
	output co
);
	wire xor_out_1;
	xor #10 xor_1(xor_out_1, a, b);
	xor #10 xor_2(s, ci, xor_out_1);
	wire and_out_1;
	and #5 and_1(and_out_1, a, b);
	wire or_out_1;
	or #5 or_1(or_out_1, a, b);
	wire and_out_2;
	and #5 and_2(and_out_2, ci, or_out_1);
	or #5 or_2(co, and_out_1, and_out_2);
endmodule
```
`./run.sh`:
```
#!/bin/bash
# OpenROAD 26Q1-2900-gdf79404cd8, Yosys 0.63+post, stock flow scripts
make -C /OpenROAD-flow-scripts/flow DESIGN_CONFIG=/design/flow/config.mk WORK_HOME=/design/flow/orfs finish
```
==> reports/metrics.csv <==
metric,value,unit
worstSetupEndpointType,primary output,
status,"complete, no violations",
rows,21,
crit_type,in2out,
grt_start_max_net_pins,4,
nFillCells,403,
dr.first_iter.drc_count,2,
fp.dieW,80,microns
critPathSlowestCell,fa_2,
ys_area,161,sq um
cts_hold_buf,0,
antenna_left,0,
leakage,0.152,nW
setup_slack,0.101,ns
numPortBuffers,14,
crit_end,S[3],
whs,1.72,ns
cp_max_fo,2,
antenna_found_initial,0,
arrival,2.22,ns
dpl_cell_area,344,sq um
seqCellArea,0,sq um
netlist.area_leader.share,37.2,%
yosys_warnings,0,
slew_headroom,86.2,%
die_y,80,microns
internal_power,0.0384,mW
synth_cells,19,
drv_slew,0,
final_area,338,sq um
core_area,0.00342,sq mm
ir_drop,42.2,uV
hold_viol_final,0,
gp_congestion,0.749,
setup_viol,0,
synth_area,161,sq um
grt_pass1_wl,724,microns
initial_core_util,4.73,%
drv_cap,0,
cp.depth,9,
crit_start,B[0],
topCellsByArea,"fa_1, buf_4, inv_1, xnor2_1, xor2_1",
comb_power_share,100.0,%
clkbuf_count,0,
ys_seq_share,0,%
hp-start,A[0],
post-place-ws,-0.653,ns
fin_crit,2.80,ns
crit_chain,buf_2 > mux2i_2 > fa_2 > inv_2 > fa_2 > inv_2 > fa_2 > inv_2 > clkbuf_2,
viasPerCell,1.62,
post_drt_wl_per_cell,6.97,microns
setup_tns,0,ns
path_buffers,5,
route.detailed.drc,0,
yosys_cells,19,
tool_warnings,36,
syn_to_final_growth,109,%
grt-ovfl-total,0,
power_frac_seq,0,%
switching_share,38.6,%
pwr-share-clk,0,%
grt_use_total,1.46,%
cp-start-kind,primary input,
cp_top_family,adder cells,
seq_cells,0,
vias,125,
net-switching-power,0.0241,mW
top_area_cell,fa_1,
dp_hpwl,510,microns
timing.fmax,357,MHz
period_used_share,96.5,%
drive_gt1_share,51.6,%
syn_avg_cell_area,8.50,sq um
grt_pass1_vias,137,
crit_required,2.32,ns
io_pins,14,
hold_class,in2out,
p_per_area,185,mW/mm^2
die_area,0.00640,sq mm
fin_util,9.89,%
logic_area,124,sq um
worst_pin_slew,0.203,ns
rsz0062_at_grt,false,
ys_types,6,
critPathMaxStageDelay,0.56,ns
diodes,0,
drt-total-wl,537,microns
dr.pass1.iters,2,
tightest hold or removal path, cell delays in order:
cell             delay, ns
clkbuf_2              0.10
xor2_1                0.06
clkdlybuf4s50_1       0.40
Yosys cell counts, drive strengths merged:
library cell and number:
inv 7, buf 4, fa 3, xnor2 2, xor2 2, mux2i 1
cells by family after synthesis:
group	after synthesis	synth area share, %
buf+inv	11	34.9
fa+ha+maj	3	37.2
xor+xnor	4	21.7
mux	1	6.20
per-stage QoR:
step,power (mW),std cells
6_report,0.0625,77
5_1_grt,0.0703,77
4_1_cts,0.0610,77
3_5_place_dp,0.0669,77
3_3_place_gp,0.0664,77
2_1_floorplan,0.0329,19
layer usage:
layer  wire length [microns]  GRT usage [%]  vias up
met1                     330           2.68       42
met2                     111           1.12       12
li1                        -              -       71
met3                      95           1.02        0
met5                       0              0        -
met4                       0              0        0
what timing repair did:
| action | CTS | global route |
|---|---|---|
| endpoints found under the hold margin | 0 | 0 |
| setup endpoints to repair | 3 | 2 |
| buffers inserted | 0 | 0 |
| gates resized | 15 | 14 |
| pin swaps | 2 | 4 |
power by group through the flow:
stage / registers [mW] / clock network (mW) / logic (mW)
6_report: 0 / 0 / 0.0625
5_1_grt: 0 / 0 / 0.0703
4_1_cts: 0 / 0 / 0.0610
how the worst min path moves through the flow:
stage / depth (start not counted) / slack [ns] / to
after global routing: 3 / 1.74 / S[0]
after CTS: 3 / 1.88 / S[0]
final: 3 / 1.72 / S[0]
area by class of cell:
type               instances  area share, %
inverters                  7           7.78
repair buffers            16           38.5
multi-input cells          8           36.7
well taps                 46           17.0
cells in the final DEF, fill, tap and decap left out:
cell             netlist  final
clkdlybuf4s50_1        0      6
inv_2                  0      4
inv_1                  7      3
fa_2                   0      3
clkbuf_2               0      3
xor2_1                 2      2
buf_2                  0      2
dlygate4sd2_1          0      2
buf_4                  4      2
xnor2_2                0      1
mux2i_2                0      1
xnor2_1                2      1
dlymetal6s2s_1         0      1
No activity file was given, so power comes from the tool's default toggle rates.
